[./run.sh]
#!/bin/bash
# OpenROAD 26Q1-2900-gdf79404cd8, Yosys 0.63+post, stock flow scripts
make -C /OpenROAD-flow-scripts/flow DESIGN_CONFIG=/design/flow/config.mk WORK_HOME=/design/flow/orfs finish
[./config.mk]
export PLATFORM = sky130hd
export DESIGN_NAME = alu
export DESIGN_NICKNAME = alu
export VERILOG_FILES = /design/flow/design.v
export SDC_FILE = /design/flow/constraint.sdc
export NUM_CORES = 4
export LEC_CHECK = 1
export CORE_UTILIZATION = 50
[./constraint.sdc]
current_design alu

set clk_period 28.5
set clk_io_pct 0.2

create_clock -name clk0 -period $clk_period

set non_clock_inputs [all_inputs -no_clocks]
set_input_delay [expr $clk_period * $clk_io_pct] -clock clk0 $non_clock_inputs
set_output_delay [expr $clk_period * $clk_io_pct] -clock clk0 [all_outputs]
[./design.v]
`timescale 1ns/10ps
module mux2_1(out, i0, i1, sel);
  output logic out;
  input logic i0, i1, sel;
  logic v0, v1, nsel;
  not #0.05 Not_1 (nsel, sel);
  and #0.05 And_1 (v0, i0, nsel);
  and #0.05 And_2 (v1, i1, sel);
  or  #0.05 Or_1  (out, v1, v0); 
endmodule
module mux2_1_testbench();
	logic i0, i1, sel;
	logic out;
	mux2_1 dut (.out, .i0, .i1, .sel);
	integer i;
	initial begin
		for (i = 0; i < 8; i++) begin
			{sel, i1, i0} = i; #10;
		end
	end
endmodule 
`timescale 1ns/10ps
module mux4_1(out, in, sel);
  output logic out;
  input  logic [3:0] in;
  input  logic [1:0] sel;
  logic v0, v1;
  mux2_1 m0(.out(v0), .i0(in[0]), .i1(in[1]), .sel(sel[0]));
  mux2_1 m1(.out(v1), .i0(in[2]), .i1(in[3]), .sel(sel[0]));
  mux2_1 m (.out(out), .i0(v0), .i1(v1), .sel(sel[1]));
endmodule
module mux4_1_testbench();
  logic [3:0] in;
  logic [1:0] sel;
  logic out;
  mux4_1 dut (.out, .in, .sel);
  integer i;
  initial begin
    for(i=0; i<64; i++) begin
      {sel, in} = i; #10;
    end
  end
endmodule 
`timescale 1ns/10ps
module alu (A, B, cntrl, result, negative, zero, overflow, carry_out);
	output logic [63:0] result;
	output logic negative, zero, overflow, carry_out;
	input  logic [63:0] A, B;
	input  logic [2:0]  cntrl;
	logic [7:0][63:0] alu_temp;
	logic [1:0] temp_overflow, temp_carry;
	assign alu_temp[0] = B;
	assign alu_temp[1] = 0;
	fulladd_64 addOP (.A(A), .B(B), .R(alu_temp[2]), .SubFlag(0), .Cout(temp_carry[0]), .Overflow(temp_overflow[0]));
	fulladd_64 subOp (.A(A), .B(B), .R(alu_temp[3]), .SubFlag(1), .Cout(temp_carry[1]), .Overflow(temp_overflow[1]));
	and_64 andOp (.A(A), .B(B), .R(alu_temp[4]));
	or_64  orOp  (.A(A), .B(B), .R(alu_temp[5]));
	xor_64 xorOp (.A(A), .B(B), .R(alu_temp[6]));
	assign alu_temp[7] = 0;
	mux2_1 mux1 (.out(overflow), .i0(temp_overflow[0]), .i1(temp_overflow[1]), .sel(cntrl[0]));
	mux2_1 mux2 (.out(carry_out), .i0(temp_carry[0]), .i1(temp_carry[1]), .sel(cntrl[0]));
	mux64x8_1 mux64 (.DataOut(result), .DataIn(alu_temp), .cntrl(cntrl));
	assign negative = result[63];
	zero_flag zero_1 (.zero(zero), .R(result));
endmodule
`timescale 1ns/10ps
module and_64 (A, B, R);
	output logic  [63:0] R;
	input  logic  [63:0] A, B;
	genvar i;
	generate
		for (i=0; i<64; i++) begin : eachAnd
			and #0.05 and_bit (R[i], A[i], B[i]);
		end
	endgenerate
endmodule
module and_64_testbench;
	logic  [63:0] R;
	logic  [63:0] A, B;
	and_64 dut (.A, .B, .R);
	integer i, j;
	initial begin
		for (i = 0; i < 2**4; i++) begin
			for (j = 0; j < 2**4; j++) begin
				A = i;
				B = j; #10;
				assert(R == (A & B));
			end
		end
	end
endmodule
`timescale 1ns/10ps
module bit_add(A, B, R, SubFlag, Cout, Cin);
	output logic R, Cout;
	input  logic A, B, SubFlag, Cin;
	logic notB, Bin, R_temp, AB, ACin, BCin;
	not #0.05 Not_1 (notB, B);
	mux2_1 mux1 (.out(Bin), .i0(B), .i1(notB), .sel(SubFlag)); 
	xor #0.05 Xor_1 (R_temp, A, Bin);
	xor #0.05 Xor_2 (R, Cin, R_temp);	
	and #0.05 And_1 (AB, A, Bin);
	and #0.05 And_2 (ACin, A, Cin);
	and #0.05 And_3 (BCin, Bin, Cin);
	or  #0.05 Or_1  (Cout, AB, ACin, BCin); 
endmodule
module bit_add_testbench;
	logic R, Cout;
	logic A, B, SubFlag, Cin;
	logic notB, Bin;
	bit_add dut (.*);
	integer i;
	initial begin
		for (i = 0; i < 16; i++) begin
			{SubFlag, A, B, Cin} = i; #10;
		end
	end
endmodule
`timescale 1ns/10ps
module fulladd_64 (A, B, R, SubFlag, Cout, Overflow);
   output logic  [63:0] R;
	output logic  Cout, Overflow;
	input  logic   [63:0] A, B;
	input  logic  SubFlag;
	logic [63:0] Cin;
	bit_add BitAdd_0 (.A(A[0]), .B(B[0]), .R(R[0]), .SubFlag(SubFlag), 
							.Cout(Cin[1]), .Cin(SubFlag)); 
	genvar i;
	generate
		for (i=1; i<63; i++) begin : eachAdder
			bit_add BitAdd_i (.A(A[i]), .B(B[i]), .R(R[i]), .SubFlag(SubFlag),
									.Cout(Cin[i+1]), .Cin(Cin[i]));
		end
	endgenerate
	bit_add BitAdd_63 (.A(A[63]), .B(B[63]), .R(R[63]), .SubFlag(SubFlag), 
							.Cout(Cout), .Cin(Cin[63])); 
	xor #0.05 Xor_1 (Overflow, Cout, Cin[63]); 
endmodule
module fulladd_64_testbench;
	logic  [63:0] R;
	logic  Cout, Overflow;
	logic  [63:0] A, B;
	logic  SubFlag;
	fulladd_64 dut (.*);
	initial begin
	   SubFlag = 0;
		A = 64'h0000000000000001; B = 64'hFFFFFFFFFFFFFF00; #10;
		A = 64'hFFFFFFFFFFFFFFFF; B = 64'h0000000000000001; #10;
		A = 64'h7FFFFFFFFFFFFFFF; B = 64'h700000000000000F; #10;
		SubFlag = 1;
		A = 64'hFFFFFFFFFFFFFFFF; B = 64'hFFFFFFFFFFFFFFFE; #10;
		A = 64'h8FFFFFFFFFFFFFFF; B = 64'h7FFFFFFFFFFFF001; #10;
	end
endmodule
`timescale 1ns/10ps
module mux64x8_1 (DataOut, DataIn, cntrl);
	output logic [63:0] DataOut;
	input  logic [7:0][63:0] DataIn;
	input  logic [2:0]  cntrl;
	genvar i;
	generate
		for (i=0; i<64; i++) begin : eachMux
			mux8_1 mux_i (.out(DataOut[i]), .in({DataIn[7][i],DataIn[6][i],DataIn[5][i],DataIn[4][i],
															DataIn[3][i],DataIn[2][i],DataIn[1][i],DataIn[0][i]}), .sel(cntrl));
		end
	endgenerate
endmodule
module mux64x8_1_testbench;
	logic [63:0] DataOut;
	logic [7:0][63:0] DataIn;
	logic [2:0]  cntrl;
	mux64x8_1 dut (.DataOut, .DataIn, .cntrl);
	integer i;
	initial begin
		DataIn[0] = 64'h0000000000000000;
		DataIn[1] = 64'h000000000000001a;
		DataIn[2] = 64'h00000000000002a0;
		DataIn[3] = 64'h0000000000003f00;
		DataIn[4] = 64'h000000000004c000;
		DataIn[5] = 64'h000000000d500000;
		DataIn[6] = 64'h0000000e06000000;
		DataIn[7] = 64'h00000007b0000000;
		for (i = 0; i < 2**3; i++) begin
			cntrl = i; #10;
		end
	end
endmodule
`timescale 1ns/10ps
module mux8_1(out, in, sel);
  output logic out;
  input  logic [7:0] in;
  input  logic [2:0] sel;
  logic [1:0] v;
  mux4_1 m0 (.out(v[0]), .in(in[3:0]),   .sel(sel[1:0]));
  mux4_1 m1 (.out(v[1]), .in(in[7:4]),   .sel(sel[1:0]));
  mux2_1 m  (.out(out),  .i0(v[0]), .i1(v[1]), .sel(sel[2]));
endmodule
module mux8_1_testbench();
  logic [7:0] in;
  logic [2:0] sel;
  logic out;
  mux8_1 dut (.out, .in, .sel);
  integer i;
  initial begin
    for(i=0; i<2048; i++) begin
      {sel, in} = i; #10;
    end
  end
endmodule 
`timescale 1ns/10ps
module or_64 (A, B, R);
	output logic  [63:0] R;
	input  logic  [63:0] A, B;
	genvar i;
	generate
		for (i=0; i<64; i++) begin : eachOr
			or #0.05 or_bit (R[i], A[i], B[i]);
		end
	endgenerate
endmodule
module or_64_testbench;
	logic  [63:0] R;
	logic  [63:0] A, B;
	or_64 dut (.A, .B, .R);
	integer i, j;
	initial begin
		for (i = 0; i < 2**4; i++) begin
			for (j = 0; j < 2**4; j++) begin
				A = i;
				B = j; #10;
				assert(R == (A | B));
			end
		end
	end
endmodule
`timescale 1ns/10ps
module xor_64 (A, B, R);
	output logic  [63:0] R;
	input  logic  [63:0] A, B;
	genvar i;
	generate
		for (i=0; i<64; i++) begin : eachXor
			xor #0.05 xor_bit (R[i], A[i], B[i]);
		end
	endgenerate
endmodule
module xor_64_testbench;
	logic  [63:0] R;
	logic  [63:0] A, B;
	xor_64 dut (.A, .B, .R);
	integer i, j;
	initial begin
		for (i = 0; i < 2**4; i++) begin
			for (j = 0; j < 2**4; j++) begin
				A = i;
				B = j; #10;
				assert(R == (A ^ B));
			end
		end
	end
endmodule
`timescale 1ns/10ps
module zero_flag (zero, R);
	output logic zero;
	input  logic [63:0] R;
	logic  [63:0] temp;
	assign temp[0] = R[0];
	genvar i;
	generate
		for (i=1; i<64; i++) begin : eachOr
			or #0.05 or_bit (temp[i], temp[i-1], R[i]);
		end
	endgenerate
	not #0.05 Not_1 (zero, temp[63]);  
endmodule
module zero_flag_testbench;
	logic zero;
	logic [63:0] R;
	zero_flag dut (.*);
	initial begin
		R = 64'b0; #10;
		R[0] = 1;  #10;
		R = 64'b0; #10;
		R = 497403948; #10;
		R = 64'b0; #10;
	end
endmodule
==> flow_metrics.py <==
# Metrics from the implementation run
metrics = {
    "synth": {
        "ys_seq_share_pct": 0,
        "synth_top_cell_by_count": "ha_1",
        "syn-cell-area_mm2": 0.00859,
        "yosysTopAreaCellShare_pct": 29.4,
        "yosys_area_mm2": 0.00859,
        "ys_warn_count": 2,
        "synth_top_cell_by_area": "fa_1",
        "syn_area_per_cell_um2": 8.39,
        "syn_inst": 1024,
        "ys_types": 29,
        "synth.cells.most_frequent": "ha_1 (129), inv_1 (128), fa_1 (126)",
        "ys_cells": 1024,
        "synth.top_cells.by_area": "fa_1 (29%), ha_1 (19%), buf_4 (6.8%)",
    },
    "cells_and_area": {
        "seq_area_um2": 0,
        "fin_area_mm2": 0.0111,
        "seq_cells": 0,
        "drive_above_1_share_pct": 22.4,
        "area_growth_syn_to_layout_pct": 28.9,
        "nClkBuffers": 0,
        "fill_cells": 1411,
    },
    "outcome": {
        "outcome": "complete, but fails checks",
        "violations": "negative setup slack",
    },
    "hold_path": {
        "hold_class": "input pin to primary output",
    },
    "timing": {
        "tns_ns": -84.61,
        "hold_viol": 0,
        "slew_violations": 0,
        "fin_crit_sh_pct": 123,
        "fin_crit_ns": 35.07,
        "worstMarginPinSlew_ns": 0.820,
        "maxClockFrequency_ghz": 0.0285,
        "setup_violations": 23,
        "fin_ws_ns": -6.57,
        "slew_headroom_pct": 45.3,
        "grt_setup_unrepaired": "true",
    },
    "floorplanning": {
        "pin_count": 199,
        "rows": 47,
        "core_mm2": 0.0167,
        "die_w_um": 133,
        "fp_util_pct": 51.5,
        "dieHeight_um": 133,
        "dieArea_mm2": 0.0177,
    },
    "critical_path": {
        "worstPathMaxFanout": 3,
        "max_stage_delay_ns": 0.53,
        "critPathRequiredTime_ns": 22.80,
        "cp-start-kind": "input pin",
        "critical_path_class": "input pin to primary output",
        "crit_path_end_kind": "primary output",
        "cp_common_cell": "fa_2",
        "cp.arrival_ns": 29.37,
        "cp_slowest_cell": "fa_2",
    },
    "placement": {
        "globalplace.congestion": 0.881,
        "portBuffers": 199,
        "dp_slack_ns": -7.39,
        "dpl_cell_area_mm2": 0.0110,
        "dp_hpwl_um": 18700,
    },
    "global_routing": {
        "grt_pass1_wl_um": 37500,
        "grt_usage_pct": 28.1,
        "antenna_found_initial": 0,
        "grt_pass1_vias": 7062,
        "grt_max_degree": 83,
        "grt.overflow.total": 0,
    },
    "route": {
        "routed_wl_um": 23300,
        "wl_met3_um": 1990,
        "num_vias": 7531,
        "drt-initial-drc-count": 470,
        "drc_errors": 0,
        "via_per_inst": 5.32,
        "diodes": 0,
        "dr.pass1.iters": 5,
        "post_drt_wl_per_cell_um": 16.4,
        "wl_met2_um": 10400,
        "wl_met1_um": 10700,
        "highest_layer": "met4",
        "postRouteAntennaNets": 0,
    },
    "run": {
        "cap_violations": 0,
        "tool_warnings": 101,
    },
    "power": {
        "powerDensity_mw_per_mm2": 17.2,
        "p_leak_nw": 4.81,
        "max-vdd-ir-drop_mv": 0.0140,
    },
}
[final cells by class]
class / count / area, um2 / share of cell area (%)
inverters: 128 / 483 / 4.36
multi-input cells: 761 / 7560 / 68.2
well taps: 220 / 275 / 2.49
repair buffers: 307 / 2760 / 24.9
[through the flow]
step                      power [mW]  instances  hold slack, ns  utilization, %
after floorplan                0.113       1024           11.57               -
after global placement         0.189       1411           12.26            66.2
after detailed placement       0.191       1411           12.26            66.2
after CTS                      0.191       1416           12.09            66.1
after global routing           0.217       1416           12.09            66.3
final                          0.190       1416           12.05            66.3
[what timing repair did]
item | in CTS | in global routing
pin swaps | 23 | 20
cloned | 0 | 0
resized | 71 | 10
hold endpoints to repair | 0 | 0
hold buffers | 0 | 0
buffers inserted | 14 | 3
setup endpoints to repair | 25 | 25
[power by group]
part	leakage, nW	switching, mW	internal [mW]
clock	0	0	0
combinational	4.81	0.0917	0.0987
sequential	0	0	0
[cells in the final DEF (no fill, tap or decap), drive strengths merged]
cell type	instances
clkbuf	1
dlygate4sd2	3
ha	129
nand4	4
a22oi	1
xnor2	1
a32oi	63
nor4	17
nand2	119
inv	128
a21oi	64
buf	127
clkdlybuf4s50	176
nand2b	34
a211o	46
nor3b	1
nor2b	23
xor2	1
o211ai	53
nor2	50
fa	126
o21ai	12
a21o	17
[per-layer routing]
metal / GRT usage [%] / up-vias
li1: - / 3753
met1: 44.3 / 3548
met4: 1.20 / 0
met5: 0 / -
met3: 7.89 / 10
met2: 42.3 / 220
[path summary, 6_finish.rpt]
kind	depth (start not counted)	end	start
max	73	zero	B[0]
min	5	result[56]	cntrl[1]
[worst max-delay path: cells and delay by family]
family          cells  cell delay (ns)
buf+inv             3             0.38
compound gates      2             0.22
fa+ha+maj          64            22.31
simple gates        4             0.64
[cells by family (layout without fill, tap and decap cells)]
logic type | count (synthesis) | count (layout) | synth area share, %
buffers and inverters | 263 | 435 | 16.5
AND-OR/OR-AND | 256 | 256 | 21.9
adder cells (fa/ha/maj) | 255 | 255 | 48.1
AND/OR/NAND/NOR | 248 | 248 | 13.2
XOR/XNOR | 2 | 2 | 0.204
Power is estimated from default activity; no workload was simulated.
