`config.mk`:
```
export PLATFORM = sky130hd
export DESIGN_NAME = mux64x4_1
export DESIGN_NICKNAME = mux64x4_1
export VERILOG_FILES = /design/flow/design.v
export SDC_FILE = /design/flow/constraint.sdc
export NUM_CORES = 4
export LEC_CHECK = 1
export CORE_AREA = 10 10 131 131
export DIE_AREA = 0 0 141 141
```
`constraint.sdc`:
```
current_design mux64x4_1

set clk_period 1.0
set clk_io_pct 0.2

create_clock -name clk0 -period $clk_period

set non_clock_inputs [all_inputs -no_clocks]
set_input_delay [expr $clk_period * $clk_io_pct] -clock clk0 $non_clock_inputs
set_output_delay [expr $clk_period * $clk_io_pct] -clock clk0 [all_outputs]
```
`design.v`:
```
`timescale 1ns/10ps
module mux2_1(out, i0, i1, sel);
  output logic out;
  input logic i0, i1, sel;
  logic v0, v1, nsel;
  not #0.05 Not_1 (nsel, sel);
  and #0.05 And_1 (v0, i0, nsel);
  and #0.05 And_2 (v1, i1, sel);
  or  #0.05 Or_1  (out, v1, v0); 
endmodule
module mux2_1_testbench();
	logic i0, i1, sel;
	logic out;
	mux2_1 dut (.out, .i0, .i1, .sel);
	integer i;
	initial begin
		for (i = 0; i < 8; i++) begin
			{sel, i1, i0} = i; #10;
		end
	end
endmodule 
`timescale 1ns/10ps
module mux4_1(out, in, sel);
  output logic out;
  input  logic [3:0] in;
  input  logic [1:0] sel;
  logic v0, v1;
  mux2_1 m0(.out(v0), .i0(in[0]), .i1(in[1]), .sel(sel[0]));
  mux2_1 m1(.out(v1), .i0(in[2]), .i1(in[3]), .sel(sel[0]));
  mux2_1 m (.out(out), .i0(v0), .i1(v1), .sel(sel[1]));
endmodule
module mux4_1_testbench();
  logic [3:0] in;
  logic [1:0] sel;
  logic out;
  mux4_1 dut (.out, .in, .sel);
  integer i;
  initial begin
    for(i=0; i<64; i++) begin
      {sel, in} = i; #10;
    end
  end
endmodule 
`timescale 1ns/10ps
module mux64x4_1(out, A, B, C, D, sel);
	output logic [63:0] out;
	input logic [63:0] A, B, C, D;
	input logic [1:0] sel;
	genvar i;
	generate
		for (i = 0; i < 64; i++) begin: eachBit
			mux4_1 muxes (.out(out[i]), .in({A[i], B[i], C[i], D[i]}), .sel);
		end
	endgenerate
endmodule
module mux64x4_1_testbench;
	logic [63:0] out;
	logic [63:0] A, B, C, D;
	logic [1:0] sel;
	mux64x4_1 dut (.out(out), .A(A), .B(B), .C(C), .D(D), .sel(sel));
	initial begin
		A = 64'hFFFFFFFF00000000; B = 64'hFFFFFFFFFFFFFFFFF;
		C = 64'h0; D = 64'h000000000000FFFF;
		sel = 2'b00; #10;
		sel = 2'b01; #10;
		sel = 2'b10; #10;
		sel = 2'b11; #10;
		D = 64'hFFFF0000FFFF0000;
		sel = 2'b00; #10;
		sel = 2'b01; #10;
		sel = 2'b10; #10;
		sel = 2'b11; #10;
	end
endmodule
```
`run.sh`:
```
#!/bin/bash
# OpenROAD 26Q1-2900-gdf79404cd8, Yosys 0.63+post, stock flow scripts
make -C /OpenROAD-flow-scripts/flow DESIGN_CONFIG=/design/flow/config.mk WORK_HOME=/design/flow/orfs finish
```
==> results.cfg <==
; yosys + openroad results
[status]
outcome = complete, but fails checks
violations = negative setup slack

[grt]
antenna_found_initial = 3
grt_max_degree = 28
grt.total_usage_pct = 13.5
grt_overflow = 0
grt_pass1_wl_mm = 19.9
grt_pass1_vias = 2912

[place]
numPortBuffers = 322
gp_congestion = 0.908
placed_cells = 576
place_hpwl_mm = 11.9
place_ws_ns = -0.805

[setup_path]
crit_required_ns = 0.80
cp.arrival_ns = 1.27
critPathKind = in -> out
end_kind = output pin
crit_path_start_kind = input pin
cp_max_fo = 7

[detailed_routing]
n_antenna_cell = 0
vias = 2479
viasPerCell = 4.11
initialDrtViolationCount = 54
postRouteAntennaNets = 0
finalWirelength_mm = 14.0
drt_pass1_iterations = 4
post-route-drc-count = 0
drt-wirelength-per-cell_um = 23.3

[timing]
slew_violations = 0
finalCritPeriodShare_pct = 147
max_slew_margin_pct = 89.8
period_minus_slack_ns = 1.47
setup_ws_ns = -0.472
setup_viol = 64
rsz0062_at_grt = yes
tns_ns = -25.48
hold_violations = 0
worst_slew_pin_slew_ns = 0.153
fmax_ghz = 0.679

[cells_and_area]
layout-drive-gt1-share_pct = 38.9
nClkBuffers = 0
stdcell_count = 603
flop_area_um2 = 0
fillerInstances = 1438
synthToLayoutAreaGrowth_pct = 142
seq_cells = 0

[yosys]
synthMostInstantiatedCell = buf_4
yosysTopAreaCellShare_pct = 64.2
ys_types = 7
syn-cell-area_mm2 = 0.00210
common_cells = 64 x buf_4, 60 x mux4_2, 6 x buf_12, 6 x buf_2, 4 x mux4_1
yosysWarnings = 1
yosys_cells = 142
top_area_cell = mux4_2
postSynthCellCount = 142
avgSynthCellArea_um2 = 14.8
synth_seq_share_pct = 0
top_cells_by_area = mux4_2 64%, buf_4 23%, buf_12 5.7%, mux4_1 5.0%, buf_2 1.4%
ys_area_mm2 = 0.00210

[pwr]
leakagePower_nw = 2.07
p_clk_share_pct = 0
total_power_mw = 2.05
switching_share_pct = 23.9
p_int_mw = 1.56
pwr_density_cell_mw_per_mm2 = 404
vdd_drop_max_v = 0.000249
seq_power_share_pct = 0
switching_power_mw = 0.491
pwr-share-comb_pct = 100.0

[job]
tool_warnings = 35
cap_violations = 0

[floorplan]
chip_area_mm2 = 0.0199
core_region_area_mm2 = 0.0144
ios = 322
rows = 44
initCoreUtil_pct = 14.6
die_h_um = 141
die_x_um = 141

[clock_network]
holdBufCountCts = 0

[min_path]
worstHoldPathType = in -> out
cell families (layout without fill, tap and decap cells):
kind of cell           count (synthesis)  in the layout  share of synthesized area [%]
multiplexers                          64             64                           69.2
buffers and inverters                 78            355                           30.8
worst max-delay path, stage by stage:
cell and delay, ns:
buf_16 0.14, buf_8 0.13, buf_12 0.13, mux4_2 0.52
buf_2 0.14
cells in the final DEF, fill, tap and decap left out:
cell type / synthesis / final
buf_4: 64 / 1
buf_2: 6 / 63
buf_16: 0 / 5
clkbuf_16: 0 / 1
buf_8: 0 / 8
clkbuf_4: 0 / 1
clkdlybuf4s50_1: 0 / 196
buf_6: 1 / 13
dlymetal6s2s_1: 0 / 6
mux4_2: 60 / 64
buf_12: 6 / 7
dlygate4sd2_1: 0 / 54
metrics by stage:
step	utilization [%]	hold slack (ns)	area, µm²
3_3_place_gp	34.8	1.24	5020
3_5_place_dp	34.8	1.24	5020
6_report	35.2	0.788	5080
5_1_grt	35.2	0.812	5080
4_1_cts	34.9	0.889	5040
2_1_floorplan	-	0.673	2110
per-layer routing:
metal / vias up / part of all wire (%) / global-route usage (%) / wire length (µm)
met4: 6 / 0.57 / 0.543 / 80
met2: 184 / 48 / 21.4 / 6710
met1: 1178 / 38 / 16.7 / 5360
met5: - / 0.29 / 0 / 40
li1: 1101 / - / - / -
met3: 10 / 13 / 7.26 / 1830
cell type report:
type,count,area [µm²],area share [%]
multi-input cells,64,1440,28.4
well taps,184,230,4.53
repair buffers,355,3410,67.1
what timing repair did:
action,CTS,global route
hold endpoints to repair,0,0
setup endpoints to repair,64,64
pin swaps,0,0
buffers inserted,22,1
cloned,5,1
gates resized,295,15
power by group through the flow:
stage	Clock, mW	Sequential, mW	Combinational, mW
4_1_cts	0	0	2.08
5_1_grt	0	0	2.20
6_report	0	0	2.05
path summary, 6_finish.rpt:
check / cells past startpoint / to / from / slack [ns]
worst max-delay path: 5 / out[59] / sel[0] / -0.47
worst min-delay path: 3 / out[37] / A[37] / 0.79
No activity file was given, so power comes from the tool's default toggle rates.
