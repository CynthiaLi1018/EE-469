### ./config.mk
export PLATFORM = sky130hd
export DESIGN_NAME = mux64x2_1
export DESIGN_NICKNAME = mux64x2_1
export VERILOG_FILES = /design/flow/design.v
export SDC_FILE = /design/flow/constraint.sdc
export NUM_CORES = 4
export LEC_CHECK = 1
export CORE_AREA = 10 10 84 84
export DIE_AREA = 0 0 94 94
### ./constraint.sdc
current_design mux64x2_1

set clk_period 1.0
set clk_io_pct 0.2

create_clock -name clk0 -period $clk_period

set non_clock_inputs [all_inputs -no_clocks]
set_input_delay [expr $clk_period * $clk_io_pct] -clock clk0 $non_clock_inputs
set_output_delay [expr $clk_period * $clk_io_pct] -clock clk0 [all_outputs]
### ./design.v
`timescale 1ns/10ps
module mux2_1(out, i0, i1, sel);
  output logic out;
  input logic i0, i1, sel;
  logic v0, v1, nsel;
  not #0.05 Not_1 (nsel, sel);
  and #0.05 And_1 (v0, i0, nsel);
  and #0.05 And_2 (v1, i1, sel);
  or  #0.05 Or_1  (out, v1, v0); 
endmodule
module mux2_1_testbench();
	logic i0, i1, sel;
	logic out;
	mux2_1 dut (.out, .i0, .i1, .sel);
	integer i;
	initial begin
		for (i = 0; i < 8; i++) begin
			{sel, i1, i0} = i; #10;
		end
	end
endmodule 
`timescale 1ns/10ps
module mux64x2_1 (DataOut, DataIn_A, DataIn_B, sel);
	output logic [63:0] DataOut;
	input  logic [63:0] DataIn_A, DataIn_B;
	input  logic sel;
	genvar i;
	generate
		for (i=0; i<64; i++) begin : eachMux
			mux2_1 eachBit (.out(DataOut[i]), .i0(DataIn_A[i]), .i1(DataIn_B[i]), .sel(sel));
		end
	endgenerate
endmodule
module mux64x2_1_testbench;
	logic [63:0] DataOut;
	logic [63:0] DataIn_A, DataIn_B;
	logic sel;
	mux64x2_1 dut (.DataOut(DataOut), .DataIn_A(DataIn_A), .DataIn_B(DataIn_B), .sel(sel));
	initial begin
		DataIn_A = 64'h0000000000100000;
		DataIn_B = 64'h0000000000000000; sel = 0; #10;
		DataIn_A = 64'h00000007b0000000;
		DataIn_B = 64'h0000000e06000000; sel = 0; #10;
		DataIn_A = 64'h000000000000001a;
		DataIn_B = 64'h00000000000002a0; sel = 0; #10;
		DataIn_A = 64'h00000007b0000000;
		DataIn_B = 64'h0000000e06000000; sel = 1; #10;
		DataIn_A = 64'h000000000000001a;
		DataIn_B = 64'h00000000000002a0; sel = 1; #10;
	end
endmodule
### ./run.sh
#!/bin/bash
# OpenROAD 26Q1-2900-gdf79404cd8, Yosys 0.63+post, stock flow scripts
make -C /OpenROAD-flow-scripts/flow DESIGN_CONFIG=/design/flow/config.mk WORK_HOME=/design/flow/orfs finish
==> impl_metrics.toml <==
# synthesis and place-and-route metrics
[route]
vias = 1377
drc = 0
viasPerCell = 4.01
drtAntennaViolNets = 0
dr.first_iter.drc_count = 2
antennaDiodeCount = 0
wl_per_cell_um = 19.7
drt_pre_antenna_iters = 2
wl_mm = 6.75

[hold_path]
worstHoldStart = "DataIn_A[16]"
hold_class = "in2out"
worstHoldEndpoint = "DataOut[16]"
holdPathStages = 3

[final_timing]
max_freq_mhz = 911
setup_violations = 64
post-route-min-period_ns = 1.10
finalCritPeriodShare_pct = 110
final.setup.tns_ns = -5.07
maxSlewViolCount = 0
slew_headroom_pct = 94.3
finalHoldViolCount = 0
worst_pin_slew_ns = 0.0851
grt_setup_unrepaired = "true"
timing.final.ws_setup_ns = -0.0977

[setup_path]
timing.critical_path.to_type = "output port"
crit_path_start_kind = "input pin"
path_class = "in2out"
worstPathRequired_ns = 0.80
worstPathCellList = "clkbuf_16 > buf_12 > mux2_4 > buf_6"
path_delay_family = "buffers and inverters"
cp_max_fo = 5
cp_data_arrival_time_ns = 0.90
crit_buf_inv = 3
slowest_delay_ns = 0.29
slowest_stage = "mux2_4"

[grt]
grt_usage_pct = 13.9
grt_overflow = 0
grt_pass1_vias = 1553
grt_pass1_wl_mm = 9.40
antenna_found_initial = 0
grt_max_degree = 11

[pwr]
max-vdd-ir-drop_v = 0.000162
p_leak_nw = 1.73
power.density_nw_per_um2 = 402
p_total_mw = 1.27

[yosys]
ys_seq_share_pct = 0
synth_cell_types = 5
netlist_instances = 135
syn_area_per_cell_um2 = 11.5
yosys_area_um2 = 1560
ys_cells = 135
yosys_warnings = 0
syn_area_um2 = 1560

[finish]
ff_latch_area_um2 = 0
finalCoreUtilization_pct = 60.9
nFillCells = 486
nClkBuffers = 0
area_delta_synth_final_pct = 103
final_layout_size_suffix_gt1_share_pct = 53.1
seq_cells = 0

[floorplanning]
die_height_um = 94
die_x_um = 94
core_area_um2 = 5200
std_cell_rows = 26
fp_util_pct = 29.9
io_pins = 193
dieArea_um2 = 8840

[placement]
place.detailed.hpwl_mm = 5.86
pre_cts_slack_ns = -0.553
port_buffers = 193
gp_congestion = 0.776

[flow_run]
max-cap-violations = 0
tool_warnings = 36

[run_status]
outcome = "finished, violations left"
violations = "setup timing"

[clocking]
cts_hold_buf = 0
## layer usage
layer | vias up | global-route usage (%) | wire length [µm]
met5 | - | 0 | 0
met4 | 0 | 0.886 | 0
met3 | 0 | 6.46 | 866
met2 | 104 | 27.7 | 3680
met1 | 591 | 12.8 | 2210
li1 | 682 | - | -
## metrics by stage
stage,instance area (µm²),instances,hold slack [ns]
floorplan,1790,135,0.590
global placement,3040,332,1.20
detailed placement,3040,332,1.20
CTS,3040,340,0.797
global route,3170,343,0.807
finish,3170,343,0.795
## repair_timing
action	in CTS	in global routing
buffers inserted	1	0
setup endpoints to repair	64	64
resized	386	9
cloned	7	3
## power by group
part / switching, mW / total [mW] / internal [mW]
clock: 0 / 0 / 0
combinational: 0.291 / 1.27 / 0.983
sequential: 0 / 0 / 0
## logic make-up (layout without fill, tap and decap cells)
group	Yosys count	count (layout)	share of synthesized area [%]
muxes	64	64	60.7
buffers and inverters	71	209	39.3
## how the worst max path moves through the flow
stage,start,endpoint,slack (ns),cells past startpoint
finish,sel,DataOut[56],-0.1,4
global route,sel,DataOut[47],-0.11,4
CTS,sel,DataOut[35],-0.14,4
## synthesized netlist by cell type, drive strengths merged
cell type / count / area, µm²
buf: 71 / 612
mux2: 64 / 946
## cell usage in the layout (no fill, tap or decap), drive strengths merged
master and instances:
buf 78, clkbuf 3, dlygate4sd2 128, mux2 64
## layout make-up
class | instances | area [µm²] | area share [%]
Multi-Input combinational cell | 64 | 961 | 30.3
Tap cell | 70 | 87.6 | 2.76
Timing Repair Buffer | 209 | 2120 | 66.9
Power is estimated from default activity; no workload was simulated.
